==> flow/design.v <==
`timescale 1ns / 1ps
module UART 
  #(parameter NUM_BITS = 8,		 
	parameter STOP_BIT = 1,		 
	parameter BAUD_RATE = 19200	 
   )			
   (input reset,			 
	input sys_clk,			 
	input [7:0] tx_data,	 
	input tx_enable,		 
	input rx_enable,		 
	input rx_in,			 
	output tx_busy,			 
	output rx_busy,			 
	output tx_out,			 
    output rx_done,          
	output [7:0] rx_out		 
    );
localparam rx_clk_div = 100000000/(8*BAUD_RATE);	 
reg [9:0] rx_div_cnt = 0;	 
reg [2:0] tx_div_cnt = 0;	 
reg rx_clk_en = 0;			 
reg tx_clk_en = 0;			 
always @(posedge sys_clk) begin
	if (reset == 0) begin							 
		rx_div_cnt <= 0;
		rx_clk_en <= 0;
	end
	else begin
		if (rx_div_cnt == (rx_clk_div - 1)) begin	 
			rx_clk_en <= 1;
			rx_div_cnt <= 0;
		end
		else begin									 
			rx_clk_en <= 0;
			rx_div_cnt <= rx_div_cnt + 1'd1;
		end
	end
end
always @(posedge sys_clk) begin
	if (reset == 0) begin						 
		tx_div_cnt <= 0;
		tx_clk_en <= 0;
	end
	else if (rx_clk_en) begin					 
		if (tx_div_cnt == 7) begin				 
			tx_div_cnt <= 0;		
			tx_clk_en <= 1;			
		end
		else begin								 
			tx_div_cnt <= tx_div_cnt + 1'd1;	
			tx_clk_en <= 0;			
		end
	end
	else begin									 
		tx_clk_en <= 0;
	end
end
localparam [2:0] RX_IDLE = 3'd0,	 
                 RX_START = 3'd1,	 
                 RX_WAIT = 3'd2,	 
                 RX_RECV = 3'd3,	 
                 RX_DONE = 3'd4;	 
reg [3:0] rx_bit_cnt = 0;		 
reg [2:0] rx_smp_cnt = 0;		 
reg [2:0] rx_smp = 0;       	 
reg [2:0] rx_state = RX_IDLE;	 
reg [7:0] rx_data = 0;			 
always @(posedge sys_clk) begin
    if (reset == 0) begin												 
        rx_bit_cnt <= 0;
        rx_smp_cnt <= 0;
		rx_smp <= 0;
		rx_state <= RX_IDLE;
		rx_data <= 0;
    end
    else if (rx_clk_en) begin											 
        case (rx_state)
            RX_IDLE: begin
                if (rx_enable && !rx_in) begin							 
                    rx_state <= RX_START;
                    rx_smp_cnt <= 1'd1;
                    rx_smp <= 1'd1;
                end
            end
            RX_START: begin												 
                if (rx_smp_cnt == 4) begin  	
                    if (rx_smp >= 3) begin    							 
                        rx_state <= RX_WAIT;							 
                    end
                    else begin
                        rx_state <= RX_IDLE;							 
                    end
                    rx_smp_cnt <= 0;
                    rx_smp <= 0;
                end
                else begin  											 
                    rx_smp_cnt <= rx_smp_cnt + 1'd1;
                    rx_smp <= rx_smp + !rx_in;
                end
            end
            RX_WAIT: begin												 
                if (rx_smp_cnt == 3) begin
                    rx_state <= RX_RECV;								 
                    rx_smp_cnt <= 0;
                end
                else begin												 
                    rx_smp_cnt <= rx_smp_cnt + 1'd1;
                end
            end
            RX_RECV: begin												 
                if (rx_smp_cnt == 3) begin
					if (rx_bit_cnt < NUM_BITS) begin					 
						rx_data[rx_bit_cnt] <= ((rx_smp + rx_in) > 2);	 
						rx_bit_cnt <= rx_bit_cnt + 1'd1;
						rx_state <= RX_WAIT;							 
					end
					else if (rx_bit_cnt < (NUM_BITS+STOP_BIT-1)) begin	 
						rx_bit_cnt <= rx_bit_cnt + 1'd1;
						rx_state <= RX_WAIT;
					end
					else begin											 
						rx_state <= RX_DONE;
					end
                    rx_smp_cnt <= 0;
                    rx_smp <= 0;
                end
                else begin												 
                    rx_smp_cnt <= rx_smp_cnt + 1'd1;
                    rx_smp <= rx_smp + rx_in;
                end
            end
            RX_DONE: begin												 
                rx_state <= RX_IDLE;
                rx_bit_cnt <= 0;
                rx_smp_cnt <= 0;
                rx_smp <= 0;
            end
		endcase
    end
end
localparam [1:0] TX_IDLE = 2'd0,	 
				 TX_DATA = 2'd1,	 
				 TX_STOP = 2'd2,	 
				 TX_DONE = 2'd3;	 
reg [3:0] tx_bit_cnt = 0;		 
reg [7:0] tx_data_int = 0;		 
reg tx_out_int = 1;				 
reg [1:0] tx_state = TX_IDLE;	 
reg tx_start = 0;				 
always @(posedge sys_clk) begin
	if (reset == 0) begin											 
		tx_start <= 0;
		tx_data_int <= 0;
	end
	else if (tx_state == TX_IDLE && tx_enable && !tx_start) begin	 
		tx_start <= 1;
		tx_data_int <= tx_data;
	end
	else if (tx_state == TX_DATA && tx_start && tx_bit_cnt == 0) begin
		tx_start <= 0;
	end
end
always @(posedge sys_clk) begin
    if (reset == 0) begin								 
        tx_bit_cnt <= 0;
		tx_state <= TX_IDLE;
		tx_out_int <= 1;
    end
    else if (tx_clk_en) begin							 
        case (tx_state)
            TX_IDLE: begin								 
				if (tx_start) begin						 
					tx_state <= TX_DATA;
					tx_out_int <= 0;			
					tx_bit_cnt <= 0;				
				end
				else begin								 
					tx_out_int <= 1;			
				end
			end
			TX_DATA: begin								 
				tx_out_int <= tx_data_int[tx_bit_cnt];	 
				if (tx_bit_cnt == (NUM_BITS-1)) begin	 
					tx_state <= TX_STOP;
					tx_bit_cnt <= 0;
				end
				else begin								 
					tx_bit_cnt <= tx_bit_cnt + 1'd1;	
				end
			end
			TX_STOP: begin								 
				tx_out_int <= 1;						 
				if (tx_bit_cnt == (STOP_BIT-1)) begin	 
					tx_state <= TX_DONE;
				end
				else begin
					tx_bit_cnt <= tx_bit_cnt + 1'd1;	 
				end
			end
			TX_DONE: begin								 
				tx_state <= TX_IDLE;
				tx_bit_cnt <= 0;
				tx_out_int <= 1;
			end
		endcase
	end
end
assign tx_out = tx_out_int;					 
assign tx_busy = (tx_state != TX_IDLE || tx_start);		 
assign rx_out = rx_data;					 
assign rx_busy = (rx_state != RX_IDLE);		 
assign rx_done = (rx_state == RX_DONE);		 
endmodule
==> flow/run.sh <==
#!/bin/bash
# OpenROAD 26Q1-2900-gdf79404cd8, Yosys 0.63+post, stock flow scripts
make -C /OpenROAD-flow-scripts/flow DESIGN_CONFIG=/design/flow/config.mk WORK_HOME=/design/flow/orfs finish
==> flow/config.mk <==
export PLATFORM = sky130hd
export DESIGN_NAME = UART
export DESIGN_NICKNAME = UART
export VERILOG_FILES = /design/flow/design.v
export SDC_FILE = /design/flow/constraint.sdc
export NUM_CORES = 4
export LEC_CHECK = 1
export CORE_UTILIZATION = 40
==> flow/constraint.sdc <==
current_design UART

set clk_period 3.4
set clk_io_pct 0.2

create_clock -name clk0 -period $clk_period [get_ports {sys_clk}]

set non_clock_inputs [all_inputs -no_clocks]
set_input_delay [expr $clk_period * $clk_io_pct] -clock clk0 $non_clock_inputs
set_output_delay [expr $clk_period * $clk_io_pct] -clock clk0 [all_outputs]
==> run notes <==
Notes on the physical design

The flow ran to the end, and the final reports show no timing, DRC or antenna violations. Detailed-route iteration 0 reported a violation count of 52. The CTS tree is built. The worst hold path begins at rx_div_cnt[0]. The initial core utilization is 41.64%. The power density normalized to cell area is 334.0 mW/mm². The skew report gives the latency at the later pin of the worst-skew pair as 0.30 ns. CTS reports a maximum clock tree buffer depth of 2.

At the pin with the least slew margin, the transition time is 0.5694 ns. After routing, the total negative slack on setup checks comes to 0 ns. The post-synthesis async set-or-reset flop share is 0%. The number of synthesized register bits is 52. Summed over its instances, the top area cell type makes up 36.40% of the synthesized netlist area. The number of antenna violations at the first check in global routing is 0. The post-route utilization of the core is recorded as 47.94%.

Entering global routing, the biggest net connects 31 pins. The ratio of routed vias to standard cells is 5.095. For this sky-water flow run, the detailed-routed wirelength per cell is reported as 11.69 µm. The first TritonRoute pass finished after 4 iterations. The number of buffers created by CTS is 5. The area growth from synthesis to layout is 15.14%. The dominant register cell is dfxtp_1. The endpoint of the worst register-to-register path is rx_data[3]. STA classifies the critical path endpoint as a primary output. The smallest clock period supported by the final layout is computed as 2.571 ns. CTS built an H-tree with a depth of 2. The report puts the hold buffer count at CTS at 0.

The count of fill cells added during filler insertion is 660. The via count of the first global-routing pass is 2,074. The number of setup violations in the final report is 0.

The via count of the routed design is 2,252. The yosys cell count is 323. For this run, the total global-route usage over all layers was measured as 15.37%.

The gate-level netlist out of Yosys references 57 unique cell types. The post-synth tally of flip-flops with integrated enable is 0. Walking the worst path, the cells encountered are nand2b_1 > nor2_1 > clkdlybuf4s50_1.

The multi-input combinational cells in the finished layout cover a total of 0.001698 mm². The launching instance or port of the critical path is rx_state[2]. The worst slew margin relative to its limit is 61.81%. The launch point of the worst reg-to-reg path is rx_bit_cnt[0].

The final max-slew violation count recorded for this run is 0. The total wire length after detailed routing is 5.166 mm. The flow reports an fmax of 0.3889 GHz. The post-synthesis cell type with the largest instance count is dfxtp_1. Synthesis handed over a netlist of 323 instances.

The synthesis report lists the most area-consuming cells as dfxtp_1 (36%), ha_1 (10%), mux2i_1 (5.6%), nor2_1 (5.4%), nand2_1 (3.7%). The horizontal die dimension reported for this design is 86.56 µm. The chip area line in the Yosys stat output reads 0.002860 mm². The boundary pin count is 25. The register-to-register setup slack is 1.47 ns. The number of buffers inserted by post-CTS setup repair is 0. After global routing the overflow that remains totals 0. STA classifies the critical path startpoint as a flip-flop. The slowest cell on the critical path is dfxtp_1.

The antenna diode instance count is 0. The count of buffers inserted at the top-level ports is 24. The antenna violation net count after detailed routing is 0. The required time at the worst endpoint is listed as 2.72 ns. The clock slew at the register clock pins of the worst setup and hold paths is 0.09 ns. The number of placement rows is 30. The number of cells on the worst reg-to-reg path is 7.

The total count of hold-check failures in the final report is 0. The max-capacitance violation count is 0. The placer's final routability congestion estimate is 0.8148.

The die area is 0.007493 mm². For this run the detailed placement stage logged an HPWL of 3.765 mm. The region available for standard cell placement spans 0.006869 mm².

Setup repair after global routing left no endpoint under its margin. OpenROAD reports that the post-layout worst path occupies 75.63% of the period. The clock net in this run drives a total of 52 sinks.

The cell area after technology mapping is 0.002860 mm². The sequential cells in the finished layout cover a total of 0.001041 mm². The longest individual stage delay on the worst path is 0.61 ns. Data on the critical path arrives at its endpoint at 1.89 ns. Checking hold timing, the worst path is listed with class flip-flop to flip-flop.

The number of cells upsized or downsized after cts is 0. The share of final-layout standard cells stronger than drive strength 1 is 7.514%. The count of unresolved DRC violations after routing is 0. The share of the yosys chip area belonging to registers is 36.40%. Sorting the synthesized cells by how often they occur yields dfxtp_1 (52), nor2_1 (41), nand2_1 (28), ha_1 (23), a21oi_1 (20). The first-pass GRT wire length is 9.204 mm. The post-synthesis cell type with the largest combined area is dfxtp_1. The critical path in this run is classified as flip-flop to primary output. The most critical setup path has its endpoint at rx_done. The leakage power summed over all cells is 1.268 nW. The synthesis warning total is 1. The cell sitting at the root of the clock tree is a clkbuf_8. The maximum clock skew at final layout is 0.004572 ns. The maximum fanout along the worst path is 15. The stage logs contain a warning count of 37. The total power of the final layout is 1.100 mW. Measured along the y axis, the die boundary spans 86.56 µm. The highest ir drop seen on vdd is 0.1701 mV. The post-synthesis area per instance is 8.855 µm².
[final cells by class]
cell class	instances	share of cell area (%)
tap	96	3.647
inverter	20	2.280
clock inverter	3	1.292
multi-input combinational	241	51.56
sequential	52	31.61
timing repair buffer	25	7.523
clock buffer	5	2.090
[sequential cells by signal, indices dropped and copies added, names as in the netlist]
register     cells
tx_clk_en        1
rx_smp           3
tx_bit_cnt       4
rx_clk_en        1
tx_state         2
tx_out_int       1
rx_smp_cnt       3
rx_div_cnt      10
rx_bit_cnt       4
tx_div_cnt       3
tx_start         1
tx_data_int      8
rx_data          8
rx_state         3
[stage by stage]
step	setup slack (ns)	instance area (µm²)	hold WS (ns)	std cells
finish	0.8286	3293	0.4855	442
global route	0.6757	3293	0.5137	442
CTS	0.7846	3293	0.4872	442
detailed placement	0.8210	3182	0.4638	434
global placement	0.8594	3182	0.4595	434
floorplan	1.424	2860	0.4365	323
[power by group]
| part | leakage [nW] | switching (mW) | internal [mW] |
|---|---|---|---|
| clock network | 0.0541 | 0.200 | 0.218 |
| logic | 0.793 | 0.0269 | 0.0296 |
| registers | 0.421 | 0.00691 | 0.619 |
[routing by layer]
layer,part of all wire [%],track usage [%]
met1,53,23.71
met2,43,24.39
met3,2.3,2.029
met4,1.0,1.818
met5,0,0
[cells in the final DEF, fill, tap and decap left out, types with 6 or more instances in the layout]
cell type        count
xnor2_1              6
clkdlybuf4s50_1     24
and3_1               6
nand2_1             28
ha_1                23
a21oi_1             20
dfxtp_1             52
nand4_1              6
o21ai_0              8
mux2i_1             16
nor2_1              41
nand3_1             12
inv_1               19
[cell families (layout without fill, tap and decap cells)]
kind of cell / Yosys count / in the layout / synth area share (%)
buffers and inverters: 30 / 53 / 4.243
AND-OR/OR-AND: 65 / 65 / 16.58
XOR/XNOR: 11 / 11 / 3.368
AND/OR/NAND/NOR: 124 / 124 / 21.92
flip-flops: 52 / 52 / 36.40
multiplexers: 18 / 18 / 7.436
adder cells (fa/ha/maj): 23 / 23 / 10.06
[worst min-delay path by stage]
| stage | endpoint | slack (ns) | cells after the start |
|---|---|---|---|
| CTS | rx_div_cnt[0] | 0.49 | 1 |
| finish | rx_div_cnt[0] | 0.49 | 1 |
| global route | tx_data_int[2] | 0.51 | 2 |
[worst max-delay path: cells and delay by family, from the launching register on]
kind	cells	cell delay (ns)
AND/OR/NAND/NOR	2	0.45
flip-flops	1	0.61
buffers and inverters	1	0.53
No activity file was given, so power comes from the tool's default toggle rates.
